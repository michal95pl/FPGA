## config.mk

```make
export PLATFORM = sky130hd
export DESIGN_NAME = GPU
export DESIGN_NICKNAME = GPU
export VERILOG_FILES = /design/flow/design.v
export SDC_FILE = /design/flow/constraint.sdc
export NUM_CORES = 4
export LEC_CHECK = 1
export CORE_AREA = 10 10 255 255
export DIE_AREA = 0 0 265 265
```

## constraint.sdc

```tcl
current_design GPU

set clk_period 19.3
set clk_io_pct 0.2

create_clock -name clk0 -period $clk_period [get_ports {gpu_clk}]

set non_clock_inputs [all_inputs -no_clocks]
set_input_delay [expr $clk_period * $clk_io_pct] -clock clk0 $non_clock_inputs
set_output_delay [expr $clk_period * $clk_io_pct] -clock clk0 [all_outputs]
```

## design.v

```verilog
module GPU(
    input gpu_clk,
    output reg h_sync,
    output reg v_sync,
    output reg color,
    output reg [8:0] address,
    input [639:0] data
    );
    reg [11:0] h_sync_counter = 1;
    reg [11:0] v_sync_counter = 1;
    always @ (posedge gpu_clk) begin
        if(h_sync_counter > 656 && h_sync_counter <= 720)
            h_sync <= 0;
        else
            h_sync <= 1;
        if (v_sync_counter > 481 && v_sync_counter <= 484)
           v_sync <= 1;
        else
           v_sync <= 0;
        if (h_sync_counter <= 640) begin
            color <= data[h_sync_counter];
        end else
            color <= 0;  
        if (h_sync_counter > 840) begin
            h_sync_counter <= 1;
            if (v_sync_counter > 500) begin
                v_sync_counter <= 1;
                address <= 0;
            end else begin
                v_sync_counter <= v_sync_counter + 1;
                address <= address + 1;
            end
        end else
            h_sync_counter <= h_sync_counter + 1;
    end
endmodule
```

## run.sh

```bash
#!/bin/bash
# OpenROAD 26Q1-2900-gdf79404cd8, Yosys 0.63+post, stock flow scripts
make -C /OpenROAD-flow-scripts/flow DESIGN_CONFIG=/design/flow/config.mk WORK_HOME=/design/flow/orfs finish
```

==> summary.txt <==
Implementation summary

The number of detailed-routing iterations run before antenna repair is 5. For the worst setup path, the data arrival time is around 6.3 ns. ~650 I/O pins were placed. The remaining design rule violation count is 0.

mux4_2 takes more of the synthesized area than any other cell. Per the power-grid run, VDD falls by no more than about 25 uV. After synthesis the cells add up to a little over 7000 sq um. The total core area is between 50000 and 60000 sq um. The total clock buffers created by CTS is 5.

The endpoint kind of the worst setup timing path is a register. The via count of the first global-routing pass was roughly 9600. Checking max transition, the worst relative margin is 50.85%.

The critical hold path startpoint is h_sync_counter[9]$_SDFF_PN0_. The placed wire-length estimate after detailed placement is about 50000 um. The number of DRC markers after the initial detailed-route iteration is 402. The post-CTS hold buffer count recorded in the log is 0. The clock insertion delay at the later pin of the skew report is 0.28 ns.

The post-CTS setup buffer count is 0. The worst flop-to-flop path startpoint is h_sync_counter[0]$_SDFF_PN1_. The setup skew after layout is 0.001481 ns. For this run, the leading register cell type out of synthesis is edfxtp_1. Hold-check failures listed in the final report amount to 0.

The residual antenna-violating net count after detailed routing is 0. The count of standard-cell rows is between 80 and 90. The final instance count without filler cells is roughly 2000. The fraction of synthesis flops using an asynchronous set or reset pin is 0%. Per the synthesis report, the number of distinct cell types is 61. Once synthesis finished, the tally of register bits stood at 36.

The die outline area is 70230 sq um. The number of vias per cell is ~4.2. The flow ran to the end, and the final reports show no timing, DRC or antenna violations. The count of library flops with an enable pin is 21. Of the total synthesized cell area, the portion taken by XOR and XNOR cells is 2.323%. The post-synthesis mux area share is a little over half. The final total negative setup slack is 0 ns.

The area growth from synthesis to final layout is 103.1%. Grouping non-sequential cells by family puts the most area in multiplexers. The first-pass GRT wire length is ~76000 um. The post-route netlist has 15.48% of its cells at a drive strength greater than 1. The total overflow left after global routing is 0. The instance tally after logic synthesis is approximately 620. For this run, the final setup violation count is recorded as 0. The largest driver fanout on the critical path is 1.

The initial antenna violation count is 14. Once placement finished, the instance area stood at 14390 sq um. Setup repair after global routing left no endpoint under its margin. The floorplan step set the die width to 265 um. The maximum achievable frequency is roughly 160 MHz. Global routing used 15.80% of the available tracks across all layers. The final-report max-slew violation count is 0. Of the synthesized area, sequential elements account for approximately an eighth. The type of the worst min-delay path is reg2reg.

The placer congestion estimate is around 0.97. The OpenROAD report gives the critical path a required time of between 15 and 20 ns. The warning tally printed by Yosys for this design is 1. The leakage power figure is 5.111 nW. The average detailed-routed wire length per instance is 27.99 um. Per the run summary, max-cap violations total 0. The clock-pin slew reported for the worst setup and hold paths after clock tree synthesis is 0.05 ns.

The detailed-routed wire length on met3 is around 5300 um. The detailed-route wire length on metal 1 is approximately 21000 um. The topmost layer with routed signal wires is met5. The worst path needs about 6.1 ns of the cycle, external delays included. Counting instances in the post-synthesis netlist gives the leading cell types as mux4_2, mux2i_1, nand2_1. The post-cts repair resize count is 0. The TritonCTS clock tree is built. In this run the tools logged warnings totalling 28. The timing startpoint of the critical path is data[608]. The synthesized chip area reported by yosys is around 7200 sq um. The power density relative to cell area is 30.38 nW/um^2.

After synthesis, the cell types taking the most area are mux4_2, edfxtp_1, mux2i_1, dfxtp_1, a221oi_1. Looking at the setup timing report, the critical path kind is in2reg. STA classifies the critical path startpoint as an input pin. The number of clock sinks is 36. The cell-mix breakdown from Yosys lists the adder-cell area share as under 10%. After Yosys synthesis, AND-OR and OR-AND compound gates account for 12.24% of the synthesized area. Summed over all layers, the routed wires come to about 57000 um. The mean cell area of the mapped netlist is 11.52 sq um.

The H-tree depth reported by CTS is 2. The cell with the biggest individual delay on the critical path is clkdlybuf4s50_1. The final worst-path cycle share is 31.71%. The top-area cell type share of the netlist area is roughly 44%.

The yosys cell count is 622. The largest net degree at the start of global routing is slightly above 90. Detailed routing placed a total of about 29000 um of wire on met2.

The most common cell in the netlist is mux4_2. Per STA, the highest per-stage delay on the worst path measures between 0.5 and 0.6 ns. The vertical die dimension is 265 um. The simple-gate share of the synthesized area is 10.83%. The floorplan step records an initial core utilization of 12.09%. The cell sequence reported for the critical path is clkdlybuf4s50_1 > mux4_2 > mux4_2 > nand2_1 > nand2_1 > a2111oi_0 > or3_1 > o31ai_2. Once placement completed, the tool counted placed cells totaling roughly 2000. Looking at the clock tree report, the root buffer type is clkbuf_16. The final instance area is ~15000 sq um. The total number of vias is 8521.

In the final layout, the fill cell count is slightly above 6000. The clock tree buffer depth is 2. The actual transition at the worst max-transition pin is 0.7357 ns. Buffers placed on the I/O ports in this run total approximately 650.
path summary, 6_finish.rpt:
check | end | slack, ns | cells past startpoint
worst max register to register | color$_SDFF_PN0_ | 15.44 | 9
worst max-delay path | color$_SDFF_PN0_ | 13.18 | 8
worst min register to register | h_sync$_DFF_P_ | 0.47 | 1
worst min-delay path | h_sync$_DFF_P_ | 0.47 | 1
cell families (layout without fill, tap and decap cells):
logic type | Yosys count | after routing
AOI/OAI and AO/OA | 116 | 116
other | 1 | 13
muxes | 206 | 206
and+or+nand+nor | 160 | 160
DFF | 36 | 36
buffers and inverters | 78 | 692
adders and majority gates | 6 | 6
xor gates and xnor gates | 19 | 19
cell type report:
cell class	instances	area, sq um	share of cell area (%)
clock inverter	2	11.26	0.07742
tap	773	967.2	6.649
sequential	36	944.7	6.495
inverter	12	45.04	0.3097
multi-input combinational	512	5739	39.46
clock buffer	6	128.9	0.8860
antenna	8	20.02	0.1376
timing repair buffer	672	6689	45.99
state kept, by name, indices dropped and copies added, names as in the netlist:
name            cells
h_sync_counter     12
v_sync_counter     12
address             9
color               1
h_sync              1
v_sync              1
where the power goes:
| part | switching [W] | internal (W) |
|---|---|---|
| clock | 0.0000311 | 0.0000474 |
| combinational | 0.0000867 | 0.000184 |
| sequential | 0.00000816 | 0.0000848 |
placed cells by master (no fill, tap or decap), types with 9 or more instances in the layout:
master | netlist | final
nor3_1 | 9 | 9
and3_1 | 9 | 9
nand4_1 | 9 | 9
o21ai_0 | 12 | 12
buf_4 | 7 | 19
mux2i_1 | 61 | 61
a221oi_1 | 24 | 24
mux4_2 | 140 | 140
nand3_1 | 24 | 24
nor2_1 | 34 | 34
nand2_1 | 42 | 42
dfxtp_1 | 15 | 10
xnor2_1 | 11 | 11
a21oi_1 | 16 | 16
edfxtp_1 | 21 | 21
clkdlybuf4s50_1 | 0 | 652
per-layer routing:
| layer | vias up | track usage [%] |
|---|---|---|
| met2 | 447 | 27.30 |
| li1 | 3861 | - |
| met1 | 4171 | 18.42 |
| met5 | - | 0 |
| met4 | 4 | 3.292 |
| met3 | 38 | 6.017 |
worst max-delay path, delay by kind of cell:
kind,cells,cell delay [ns]
buf+inv,1,0.51
mux,2,0.97
simple gates,3,0.44
compound gates,2,0.51
stage by stage:
stage / util, % / worst slack, ns / hold slack (ns) / total power, W
finish: 24.55 / 13.18 / 0.4736 / 0.0004419
global route: 24.54 / 13.12 / 0.5060 / 0.0004666
CTS: 24.52 / 13.19 / 0.4666 / 0.0004490
detailed placement: 24.28 / 12.91 / 0.4512 / 0.0003691
global placement: 24.28 / 12.88 / 0.4473 / 0.0003677
floorplan: - / 13.78 / 0.4086 / 0.0001966
No activity file was given, so power comes from the tool's default toggle rates.
